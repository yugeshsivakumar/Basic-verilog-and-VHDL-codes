$ cat config.mk
export PLATFORM = sky130hd
export DESIGN_NAME = dec_3x8
export DESIGN_NICKNAME = dec_3x8
export VERILOG_FILES = /design/flow/design.v
export SDC_FILE = /design/flow/constraint.sdc
export NUM_CORES = 4
export LEC_CHECK = 1
export CORE_AREA = 10 10 70 70
export DIE_AREA = 0 0 80 80
$ cat constraint.sdc
current_design dec_3x8

set clk_period 1.2
set clk_io_pct 0.2

create_clock -name clk0 -period $clk_period

set non_clock_inputs [all_inputs -no_clocks]
set_input_delay [expr $clk_period * $clk_io_pct] -clock clk0 $non_clock_inputs
set_output_delay [expr $clk_period * $clk_io_pct] -clock clk0 [all_outputs]
$ cat design.v
module dec_3x8 (   input           en,
                  input   [3:0]   in,
                  output  [15:0]   out);
  assign out = en ? 1 << in: 0;
endmodule
module tb;
  reg en;
  reg [3:0] in;
  wire [15:0] out;
  integer i;
  dec_3x8 u0 ( .en(en), .in(in), .out(out));
  initial begin
    en <= 0;
    in <= 0;
    $monitor("en=%0b in=%b out=%b", en, in, out);
    for (i = 0; i < 32; i = i + 1) begin
      {en, in} = i;
      #10;
    end
  end
endmodule
$ cat run.sh
#!/bin/bash
# OpenROAD 26Q1-2900-gdf79404cd8, Yosys 0.63+post, stock flow scripts
make -C /OpenROAD-flow-scripts/flow DESIGN_CONFIG=/design/flow/config.mk WORK_HOME=/design/flow/orfs finish
==> qor.txt <==
drt wl/cell: 10.2 µm
Cells after Synth: 23
Worst Setup Path Type: in2out
Hold Fails Final Rpt: 0
Routed Antenna Nets: 0
critical-path cell list: buf_8 -> or3b_4 -> buf_6 -> nor3_2 -> buf_2
RSZ-0062 raised after global routing: yes
Leak: 0.254 nW
Pwr Total: 0.000123 W
Adders+Majority by Area: 0%
Avg Synthesized Cell Area: 5.22 µm²
largest net degree at the start of global routing: 5
Area leader share: 34.4%
area delta synth->final: 349%
vias in the first global route: 301
dpl ws: -0.792 ns
first-pass GRT wire length: 1510 µm
flop count: 0
DRT Pass-1 Iters: 2
NetSw: 0.0000513 W
YS chip area: 120 µm²
Worst setup EP type: output pin
worst slew pin tran: 0.216 ns
Sw Ratio: 41.7%
max-cap viol count: 0
Slowest-stage cell, CP: or3b_4
Die Size: 0.00640 mm²
Post-DP HPWL: 814 µm
met3 usage in global routing: 1.02%
CP required: 0.96 ns
M2 GR Usage: 5.70%
initial antenna violation count: 0
Seq pwr share: 0%
dominant logic cell type in the layout: buf_2
Global Route Usage Sum: 2.93%
Synth Warn #: 0
peak supply drop: 52.7 µV
OpenROAD warning count: 34
Top logic family: simple AND/OR/NAND/NOR gates
DR vias/cell: 2.90
port bufs: 21
unique cell type count in the Yosys netlist: 9
clock group share of total power: 0%
P_int: 0.0000716 W
highest cell delay on the worst timing path: 0.42 ns
Critical path origin: in[1]
Synth Area in Simple Gates: 100%
Complex Gates by Area: 0%
min-delay worst type: in2out
overall routed net length: 1070 µm
Worst Setup EP: out[0]
grt peak-use layer: met2
# IOs: 21
GRT met1 Usage: 3.10%
Slew Limit Headroom: 85.6%
row count: 21
cts hold-fix bufs: 0
most numerous logic cells after layout: buf_2, buf_4, buf_6
gr ovfl total: 0
minimum clock period: 1.34 ns
share of cells above drive strength 1: 83.1%
Die Height: 80 µm
run status: finished, violations left
Post-route DRC: 0
Starting DRT DRC Count: 3
Vias: 304
CP max FO: 4
Min Hold Slack: 0.849 ns
sequential area share after synthesis: 0%
Placer Congestion: 0.742
Post-Syn Area: 120 µm²
Yosys top cell by area: nor2_1
core area: 0.00342 mm²
final setup fails: 8
Final WS setup: -0.138 ns
Layout clock buffers: 0
Initial Util: 3.52%
CP startpoint kind: input port
Worst Path Arrival: 1.10 ns
combinational share of power: 100.0%
# diodes: 0
Yosys Instances: 23
setup TNS: -0.450 ns
Final Cycle Share: 111%
Fmax: 747 MHz
max-slew violations: 0
violations in the final reports: negative setup slack
main area contributors: nor2_1, nor3_1, nand3b_1
Die Wd: 80 µm
FF/Latch Area: 0 µm²
mux frac, synth: 0%
PwrDens: 228 mW/mm²
XOR-XNOR Cells, Area Fraction: 0%
-- worst min-delay path by stage --
stage | start | end | slack (ns) | cells past startpoint
4_1_cts | in[2] | out[8] | 0.84 | 4
5_1_grt | in[2] | out[9] | 0.86 | 4
6_report | in[2] | out[8] | 0.85 | 4
-- what timing repair did --
item | CTS | global route
gates cloned | 0 | 0
hold endpoints to repair | 0 | 0
gates resized | 87 | 8
setup buffers | 14 | 1
pin swaps | 15 | 7
setup endpoints to repair | 16 | 10
-- layout make-up --
class	instances	area (µm²)
Tap cell	46	57.6
Fill cell	384	2880
Multi-Input combinational cell	23	195
Timing Repair Buffer	36	287
-- power by group through the flow --
stage	Clock, W	Combinational [W]	Sequential (W)
final	0	0.000123	0
after global routing	0	0.000131	0
after CTS	0	0.000111	0
-- synthesized netlist by cell type --
cell type and count:
nand3b_1 2, nor2_1 11, nor3_1 3, nand2_1 1, or3b_4 1, nor3_2 1
nor2_2 1, nand2b_1 2, nand3_1 1
-- worst max-delay path, delay by kind of cell --
| kind | cells | cell delay [ns] |
|---|---|---|
| buf+inv | 3 | 0.35 |
| simple gates | 2 | 0.51 |
-- layer usage --
layer	routed length (µm)	part of all wire, %
met2	545	51
met4	0	0
met1	414	39
met5	0	0
met3	113	11
-- kinds of logic (layout without fill, tap and decap cells) --
| logic type | Yosys count | after routing |
|---|---|---|
| and+or+nand+nor | 23 | 23 |
| buffers and inverters | 0 | 36 |
-- stage by stage --
stage / cells / instance area, µm² / util, %
2_1_floorplan: 23 / 120 / -
3_3_place_gp: 93 / 410 / 12.0
3_5_place_dp: 93 / 410 / 12.0
4_1_cts: 106 / 510 / 14.9
5_1_grt: 105 / 539 / 15.8
6_report: 105 / 539 / 15.8
Power is estimated from default activity; no workload was simulated.
