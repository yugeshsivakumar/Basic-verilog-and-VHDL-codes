$ cat ./run.sh
#!/bin/bash
# OpenROAD 26Q1-2900-gdf79404cd8, Yosys 0.63+post, stock flow scripts
make -C /OpenROAD-flow-scripts/flow DESIGN_CONFIG=/design/flow/config.mk WORK_HOME=/design/flow/orfs finish
$ cat ./config.mk
export PLATFORM = sky130hd
export DESIGN_NAME = Encoder8_3
export DESIGN_NICKNAME = Encoder8_3
export VERILOG_FILES = /design/flow/design.v
export SDC_FILE = /design/flow/constraint.sdc
export NUM_CORES = 4
export LEC_CHECK = 1
export CORE_AREA = 10 10 70 70
export DIE_AREA = 0 0 80 80
$ cat ./constraint.sdc
current_design Encoder8_3

set clk_period 2.4
set clk_io_pct 0.2

create_clock -name clk0 -period $clk_period

set non_clock_inputs [all_inputs -no_clocks]
set_input_delay [expr $clk_period * $clk_io_pct] -clock clk0 $non_clock_inputs
set_output_delay [expr $clk_period * $clk_io_pct] -clock clk0 [all_outputs]
$ cat ./design.v
module Encoder8_3(en,in,out);
input [7:0]in;
input en;
output reg [2:0]out;
always@(en or in)
begin
	if(en==1)
	begin
	case(in)
	8'b00000001:out=3'b000;
	8'b00000010:out=3'b001;
	8'b00000100:out=3'b010;
	8'b00001000:out=3'b011;
	8'b00010000:out=3'b100;
	8'b00100000:out=3'b101;
	8'b01000000:out=3'b110;
	8'b10000000:out=3'b111;
	default:out=3'b0;
	endcase
	end
	else
		out=3'b0;
end
endmodule
module Encoder83_tb();
reg [7:0]in;
reg en;
wire [2:0]out;
Encoder8_3 DUT(en,in,out);
integer i;
initial
begin
en=0;
for(i=0;i<8;i=i+1)
begin
in=2**i;
#10;
end
en=1;
for(i=0;i<8;i=i+1)
begin
in=2**i;
#10;
end
end
initial
begin
$monitor($time," en=%d in=%d out=%d",en,in,out);
end
endmodule
==> metrics.yaml <==
antenna_found_initial: 0
p_sw_share_pct: 43.1
hp-class: "primary input to primary output"
p_int_uw: 30.7
critPathBufInv: 3
ys_area_um2: 183
start_kind: "primary input"
maxCapViolations: 0
wl_per_cell_um: 8.69
syn_to_final_growth_pct: 145
viasPerCell: 2.81
topCellsByArea: "nor4b_1, nor4b_4, nor4_1, xor2_1, a211oi_1"
dieHeight_um: 80
dp_hpwl_um: 663
timing.final.crit_period_ns: 2.31
path_depth: 6
tightestPinTransition_ns: 0.278
port-buffer-count: 12
worstSetupEndpointType: "primary output"
core_area_um2: 3420
clock_power_share_pct: 0
die_area_um2: 6400
status: "completed"
drc: 0
first_global_vias: 268
drv_slew: 0
grt_setup_unrepaired: "false"
synth.top_cell.area_share_pct: 19.2
routed_wl_um: 747
max_freq_mhz: 433
synth_stat.cells: 23
dpl.cell_count: 86
crit_family: "buffers and inverters"
cp_slowest_stage_delay_ns: 0.47
syn_area_per_cell_um2: 7.94
place.gp.congestion: 0.708
final_antenna_net_count: 0
tns_ns: 0
initCoreUtil_pct: 5.35
finalSetupViolations: 0
top_area_cell: "nor4b_1"
arrival_ns: 1.83
fin_util_pct: 13.1
final_cell_area_um2: 448
p_comb_share_pct: 100.0
fin_crit_sh_pct: 96.3
synth_cell_types: 14
n_antenna_cell: 0
drt_iter0_drc: 2
fin_hold_ws_ns: 1.63
ys_warn_count: 1
syn_area_um2: 183
die_x_um: 80
grt_use_total_pct: 2.24
clkbuf_count: 0
finalNonFillerCells: 86
fp-row-count: 21
p_sw_uw: 23.3
hold_buffers: 0
overflow: 0
grt_max_degree: 8
slew_headroom_pct: 81.5
drt_pre_antenna_iters: 4
slowest_stage: "clkdlybuf4s50_1"
max-vdd-ir-drop_v: 0.0000104
hold_viol: 0
leakage_uw: 0.000162
yosysSeqAreaShare_pct: 0
endpoint: "out[1]"
worstPathMaxFanout: 7
cp.required_ns: 1.92
crit_type: "primary input to primary output"
sequentialPowerShare_pct: 0
powerDensity_nw_per_um2: 121
regArea_um2: 0
vias: 242
crit_path_start: "in[3]"
placed_area_um2: 405
crit_chain: "clkdlybuf4s50_1, buf_6, xor2_1, a211oi_1, nor4_1, dlygate4sd2_1"
syn_inst: 23
grt_pass1_wl_mm: 1.17
num_io_pins: 12
drive_gt1_share_pct: 45.0
ff_count: 0
tool_warnings: 32
## final cells by class
cell class	instances	area, um^2
fillers	401	2970
multi-input cells	20	215
repair buffers	20	175
well taps	46	57.6
## how the worst min path moves through the flow
stage	end	start	cells after the start	slack, ns
after CTS	out[1]	in[1]	4	1.64
after global routing	out[1]	in[1]	4	1.67
final	out[1]	in[1]	4	1.63
## Yosys cell counts
library cell	number
nor4_1	3
o31a_1	1
nor4b_1	4
nor4b_2	1
nand2b_1	1
nor2_1	2
xnor2_1	1
nor4b_4	1
or2_2	1
clkbuf_2	1
a211oi_1	2
nor3_1	1
xor2_1	2
buf_2	2
## stage by stage
step	worst slack, ns	power (uW)
detailed placement	-0.354	50.1
floorplan	0.819	20.0
finish	0.0897	54.0
CTS	0.0137	51.4
global route	0.0165	58.6
global placement	-0.343	48.9
## routing by layer
| layer | track usage (%) | vias up | wire (um) |
|---|---|---|---|
| met4 | 0 | 0 | 0 |
| li1 | - | 126 | - |
| met1 | 1.91 | 113 | 232 |
| met5 | 0 | - | 0 |
| met3 | 0 | 0 | 8 |
| met2 | 5.46 | 3 | 506 |
## logic make-up (layout without fill, tap and decap cells)
logic type | Yosys count | after routing | synth area share, %
AOI/OAI and AO/OA | 3 | 3 | 13.0
buffers and inverters | 3 | 20 | 8.22
and+or+nand+nor | 14 | 14 | 64.4
xor gates and xnor gates | 3 | 3 | 14.4
## what timing repair did
action                                  CTS  global route
pin swaps                                 4             2
gates resized                            16             3
endpoints found under the setup margin    3             2
buffers inserted                          0             0
## power by group through the flow
stage	clock (uW)	sequential [uW]	combinational (uW)
after CTS	0	0	51.4
final	0	0	54.0
after global routing	0	0	58.6
## layout by cell type (no fill, tap or decap), drive strengths merged
| cell | count |
|---|---|
| nor4 | 3 |
| xor2 | 2 |
| nor3 | 1 |
| clkdlybuf4s15 | 1 |
| nor2 | 2 |
| buf | 8 |
| or2 | 1 |
| o31a | 1 |
| nor4b | 6 |
| dlygate4sd2 | 8 |
| clkdlybuf4s50 | 3 |
| xnor2 | 1 |
| nand2b | 1 |
| a211oi | 2 |
Power and IR drop assume default switching activity.
